==> design.v <==
module tmds_encoder (
    input  wire        clk,
    input  wire        rst,
    input  wire [7:0]  data_in,
    input  wire [1:0]  ctrl_in,
    input  wire        de,
    output reg  [9:0]  tmds
);
    wire [3:0] data_1s = data_in[0] + data_in[1] + data_in[2] + data_in[3] +
                        data_in[4] + data_in[5] + data_in[6] + data_in[7];
    wire use_xnor = (data_1s > 4'd4) || ((data_1s == 4'd4) && (data_in[0] == 0));
    reg [8:0] enc_qm;
    integer i;
    always @(*) begin
        enc_qm[0] = data_in[0];
        for (i = 0; i < 7; i = i + 1)
            enc_qm[i+1] = use_xnor ? (enc_qm[i] ~^ data_in[i+1]) : (enc_qm[i] ^ data_in[i+1]);
        enc_qm[8] = use_xnor ? 1'b0 : 1'b1;
    end
    wire [4:0] ones = enc_qm[0] + enc_qm[1] + enc_qm[2] + enc_qm[3] +
                      enc_qm[4] + enc_qm[5] + enc_qm[6] + enc_qm[7];
    wire [4:0] zeros = 5'd8 - ones;
    wire signed [4:0] balance = ones - zeros;
    reg signed [4:0] bias;
    always @(posedge clk) begin
        if (rst) begin
            tmds <= 10'b1101010100;
            bias <= 5'sd0;
        end else if (!de) begin
            case (ctrl_in)
                2'b00: tmds <= 10'b1101010100;
                2'b01: tmds <= 10'b0010101011;
                2'b10: tmds <= 10'b0101010100;
                default: tmds <= 10'b1010101011;
            endcase
            bias <= 5'sd0;
        end else begin
            if (bias == 0 || balance == 0) begin
                if (enc_qm[8] == 0) begin
                    tmds <= {2'b10, ~enc_qm[7:0]};
                    bias <= bias - balance;
                end else begin
                    tmds <= {2'b01, enc_qm[7:0]};
                    bias <= bias + balance;
                end
            end else if ((bias > 0 && balance > 0) || (bias < 0 && balance < 0)) begin
                tmds <= {1'b1, enc_qm[8], ~enc_qm[7:0]};
                bias <= bias + {3'b0, enc_qm[8], 1'b0} - balance;
            end else begin
                tmds <= {1'b0, enc_qm[8], enc_qm[7:0]};
                bias <= bias - {3'b0, ~enc_qm[8], 1'b0} + balance;
            end
        end
    end
endmodule
==> run.sh <==
#!/bin/bash
# OpenROAD 26Q1-2900-gdf79404cd8, Yosys 0.63+post, stock flow scripts
make -C /OpenROAD-flow-scripts/flow DESIGN_CONFIG=/design/flow/config.mk WORK_HOME=/design/flow/orfs finish
==> config.mk <==
export PLATFORM = sky130hd
export DESIGN_NAME = tmds_encoder
export DESIGN_NICKNAME = tmds_encoder
export VERILOG_FILES = /design/flow/design.v
export SDC_FILE = /design/flow/constraint.sdc
export NUM_CORES = 4
export LEC_CHECK = 1
export CORE_AREA = 10 10 109 109
export DIE_AREA = 0 0 119 119
==> constraint.sdc <==
current_design tmds_encoder

set clk_period 10.9
set clk_io_pct 0.2

create_clock -name clk0 -period $clk_period [get_ports {clk}]

set non_clock_inputs [all_inputs -no_clocks]
set_input_delay [expr $clk_period * $clk_io_pct] -clock clk0 $non_clock_inputs
set_output_delay [expr $clk_period * $clk_io_pct] -clock clk0 [all_outputs]
==> impl_metrics.ini <==
; synthesis and place-and-route metrics
[cts]
cts_hold_buf = 0
cts_root_buffer = clkbuf_8
cts_setup_buffers = 0
htree_levels = 1
clk_pin_slew_worst_paths_ps = 50
cts_resized = 0
cts_tree = built
clockBufferDepth = 2
worstSkewPairLatency_ps = 240
clock_sinks = 14
numCtsBuffers = 3

[floorplan]
core_um2 = 9640
die_area_um2 = 14200
fp-row-count = 36
fp.dieH_um = 119
fp-utilization_pct = 17.6
ioPinCount = 23
die_x_um = 119

[critical_path]
r2r_end = bias[3]
reg2reg_depth = 9
ff2ff_setup_slack_ps = 8520
timing.rr.start = bias[1]
crit_fanout = 5
cp-end-kind = register
cp-startpoint = data_in[0]
worst_ep_arrival_time_ps = 9810
startpoint_type = input port
criticalPathCategory = in -> reg
required_ps = 11030

[global_routing]
grt_util_met3_pct = 1.49
first_global_vias = 1246
grt_max_degree = 16
gr-usage-met1_pct = 6.24
met2_usage_pct = 7.23
overflow = 0
antenna_found_initial = 0
gr-usage-all-layers_pct = 4.62
grt_pass1_wl_mm = 5.69
gr-max-usage-layer = met2

[drt]
first_pass_iters = 4
vias = 1218
drt_iter0_drc = 36
wl_per_cell_um = 9.48
antenna_cells = 0
remaining_drc_errors = 0
avgViaCountPerCell = 3.61
wl_mm = 3.20
drt.antenna.violating_nets = 0

[synth]
top_area_cell = ha_1
yosysWarnings = 1
netlist_area_um2 = 1700
yosys.stat.seqShare_pct = 16.5
flop_cell = dfxtp_1
synth_top_area_share_pct = 18.4
area_leaders = ha_1 (18%), dfxtp_1 (16%), fa_1 (14%), xnor2_1 (12%), inv_1 (7.3%)
async_flop_share_pct = 0
edf_count = 0
yosys_cells = 180
postSynthCellCount = 180
ys_chip_area_um2 = 1700
common_cells = inv_1 (33), ha_1 (25), xnor2_1 (24), dfxtp_1 (14), fa_1 (12)
synth_area_per_cell_um2 = 9.44
ys_types = 33
most_common_cell = inv_1
ys.flops = 14

[timing]
setup_ws_ps = 1220
slew_viol_final = 0
grt_setup_unrepaired = no
setup_viol = 0
fin_crit_ps = 9680
finalSetupTns_ps = 0
max_freq_mhz = 103
finalCritPeriodShare_pct = 88.8
relSlewSlack_pct = 62.3
worst_pin_slew_ps = 566
finClkSkew_ps = 0.971
finalHoldViolations = 0

[min_path]
worstHoldPathCells = 3
worstHoldStart = bias[4]
min_path_type = reg -> reg
hold_end = bias[4]

[run_status]
outcome = completed

[placement]
place_area_um2 = 2080
port_buffers = 22
post-place-ws_ps = 867
dp_hpwl_mm = 2.85
place.gp.congestion = 0.847

[run]
cap_violations = 0
tool_warnings = 34

[cells_and_area]
drive_gt1_share_pct = 5.88
area_growth_pct = 24.7
fin_area_um2 = 2120
fill_cells = 1058
[per-layer routing]
layer	wire length, µm	up-vias
li1	-	620
met1	1520	567
met2	1410	29
met3	227	2
met4	34	0
met5	0	-
[through the flow]
step / utilization, % / instances / hold slack [ps]
after CTS: 22.0 / 337 / 767
final: 22.0 / 337 / 760
after detailed placement: 21.6 / 334 / 755
after global placement: 21.6 / 334 / 754
after global routing: 22.0 / 337 / 870
after floorplan: - / 180 / 698
[sequential cells by signal, indices dropped and copies added (netlist names)]
name and flops:
bias 4, tmds 10
[layout by cell type (no fill, tap or decap), types with 8 or more instances in the layout]
cell type	synthesis	routed
nor2_1	10	10
xnor2_1	24	24
fa_1	12	12
clkdlybuf4s50_1	0	22
inv_1	33	33
ha_1	25	25
xor2_1	8	8
dfxtp_1	14	14
a21oi_1	10	10
[worst max-delay path by stage]
stage	cells after the start	endpoint	slack (ps)
CTS	28	bias[4]	1120
finish	28	bias[4]	1220
global route	28	bias[4]	730
[layout make-up]
class / count / area [µm²] / area share (%)
well taps: 133 / 166 / 7.85
repair buffers: 23 / 228 / 10.7
inverters: 33 / 124 / 5.84
clock buffers: 3 / 41.3 / 1.95
multi-input cells: 131 / 1280 / 60.4
flip-flops and latches: 14 / 280 / 13.2
[cells by family after synthesis]
kind of cell               share of synthesized area [%]
adders and majority gates                           32.5
buffers and inverters                               8.17
AOI/OAI and AO/OA                                   11.0
xor gates and xnor gates                            21.1
DFF                                                 16.5
muxes                                               2.36
and+or+nand+nor                                     8.25
[worst max-delay path, cell delays in order]
cell	delay [ps]
clkdlybuf4s50_1	610
inv_1	100
fa_1	560
fa_1	420
fa_1	490
inv_1	40
ha_1	200
fa_1	500
nor3b_1	50
o22ai_1	470
xor2_1	240
fa_1	460
fa_1	510
inv_1	50
fa_1	500
inv_1	50
ha_1	180
inv_1	70
fa_1	510
ha_1	310
inv_1	170
ha_1	260
nor2b_1	130
o31ai_1	290
xnor2_1	150
mux2i_1	90
xnor2_1	150
o2bb2ai_1	70
