===== ./run.sh =====
#!/bin/bash
# OpenROAD 26Q1-2900-gdf79404cd8, Yosys 0.63+post, stock flow scripts
make -C /OpenROAD-flow-scripts/flow DESIGN_CONFIG=/design/flow/config.mk WORK_HOME=/design/flow/orfs finish

===== ./constraint.sdc =====
current_design testpattern

set clk_period 8.7
set clk_io_pct 0.2

create_clock -name clk0 -period $clk_period [get_ports {I_pxl_clk}]

set non_clock_inputs [all_inputs -no_clocks]
set_input_delay [expr $clk_period * $clk_io_pct] -clock clk0 $non_clock_inputs
set_output_delay [expr $clk_period * $clk_io_pct] -clock clk0 [all_outputs]

===== ./config.mk =====
export PLATFORM = sky130hd
export DESIGN_NAME = testpattern
export DESIGN_NICKNAME = testpattern
export VERILOG_FILES = /design/flow/design.v
export SDC_FILE = /design/flow/constraint.sdc
export NUM_CORES = 4
export LEC_CHECK = 1
export CORE_UTILIZATION = 40

===== ./design.v =====
module testpattern
(
	input              I_pxl_clk   ,
    input              I_rst_n     ,
    input      [2:0]   I_mode      ,
    input      [7:0]   I_single_r  ,
    input      [7:0]   I_single_g  ,
    input      [7:0]   I_single_b  ,
    input      [11:0]  I_h_total   ,
    input      [11:0]  I_h_sync    ,
    input      [11:0]  I_h_bporch  ,
    input      [11:0]  I_h_res     ,
    input      [11:0]  I_v_total   ,
    input      [11:0]  I_v_sync    ,
    input      [11:0]  I_v_bporch  ,
    input      [11:0]  I_v_res     ,
    input              I_hs_pol    ,
    input              I_vs_pol    ,
    output             O_de        ,
    output reg         O_hs        ,
    output reg         O_vs        ,
    output     [7:0]   O_data_r    ,
    output     [7:0]   O_data_g    ,
    output     [7:0]   O_data_b
);
localparam N = 5;
localparam	WHITE	= {8'd255 , 8'd255 , 8'd255 };
localparam	YELLOW	= {8'd0   , 8'd255 , 8'd255 };
localparam	CYAN	= {8'd255 , 8'd255 , 8'd0   };
localparam	GREEN	= {8'd0   , 8'd255 , 8'd0   };
localparam	MAGENTA	= {8'd255 , 8'd0   , 8'd255 };
localparam	RED		= {8'd0   , 8'd0   , 8'd255 };
localparam	BLUE	= {8'd255 , 8'd0   , 8'd0   };
localparam	BLACK	= {8'd0   , 8'd0   , 8'd0   };
reg  [11:0]   V_cnt     ;
reg  [11:0]   H_cnt     ;
wire          Pout_de_w    ;
wire          Pout_hs_w    ;
wire          Pout_vs_w    ;
reg  [N-1:0]  Pout_de_dn   ;
reg  [N-1:0]  Pout_hs_dn   ;
reg  [N-1:0]  Pout_vs_dn   ;
wire 		  De_pos;
wire 		  De_neg;
wire 		  Vs_pos;
reg  [11:0]   De_vcnt     ;
reg  [11:0]   De_hcnt     ;
reg  [11:0]   De_hcnt_d1  ;
reg  [11:0]   De_hcnt_d2  ;
reg  [11:0]   Color_trig_num;
reg           Color_trig    ;
reg  [3:0]    Color_cnt     ;
reg  [23:0]   Color_bar     ;
reg           Net_h_trig;
reg           Net_v_trig;
wire [1:0]    Net_pos   ;
reg  [23:0]   Net_grid  ;
reg  [23:0]   Gray;
reg  [23:0]   Gray_d1;
wire [23:0]   Single_color;
wire [23:0]   Data_sel;
reg  [23:0]   Data_tmp;
always @(posedge I_pxl_clk or negedge I_rst_n)
begin
	if(!I_rst_n)
		V_cnt <= 12'd0;
	else begin
		if((V_cnt >= (I_v_total-1'b1)) && (H_cnt >= (I_h_total-1'b1)))
			V_cnt <= 12'd0;
		else if(H_cnt >= (I_h_total-1'b1))
			V_cnt <=  V_cnt + 1'b1;
		else
			V_cnt <= V_cnt;
	end
end
always @(posedge I_pxl_clk or negedge I_rst_n)
begin
	if(!I_rst_n)
		H_cnt <=  12'd0;
	else if(H_cnt >= (I_h_total-1'b1))
		H_cnt <=  12'd0 ;
	else
		H_cnt <=  H_cnt + 1'b1 ;
end
assign  Pout_de_w = ((H_cnt>=(I_h_sync+I_h_bporch))&(H_cnt<=(I_h_sync+I_h_bporch+I_h_res-1'b1)))&
                    ((V_cnt>=(I_v_sync+I_v_bporch))&(V_cnt<=(I_v_sync+I_v_bporch+I_v_res-1'b1))) ;
assign  Pout_hs_w =  ~((H_cnt>=12'd0) & (H_cnt<=(I_h_sync-1'b1))) ;
assign  Pout_vs_w =  ~((V_cnt>=12'd0) & (V_cnt<=(I_v_sync-1'b1))) ;
always @(posedge I_pxl_clk or negedge I_rst_n)
begin
	if(!I_rst_n) begin
		Pout_de_dn  <= {N{1'b0}};
		Pout_hs_dn  <= {N{1'b1}};
		Pout_vs_dn  <= {N{1'b1}};
	end
	else begin
		Pout_de_dn  <= {Pout_de_dn[N-2:0],Pout_de_w};
		Pout_hs_dn  <= {Pout_hs_dn[N-2:0],Pout_hs_w};
		Pout_vs_dn  <= {Pout_vs_dn[N-2:0],Pout_vs_w};
	end
end
assign O_de = Pout_de_dn[4];
always @(posedge I_pxl_clk or negedge I_rst_n)
begin
	if(!I_rst_n) begin
		O_hs  <= 1'b1;
		O_vs  <= 1'b1;
	end
	else begin
		O_hs  <= I_hs_pol ? ~Pout_hs_dn[3] : Pout_hs_dn[3] ;
		O_vs  <= I_vs_pol ? ~Pout_vs_dn[3] : Pout_vs_dn[3] ;
	end
end
assign De_pos	= !Pout_de_dn[1] & Pout_de_dn[0];
assign De_neg	= Pout_de_dn[1] && !Pout_de_dn[0];
assign Vs_pos	= !Pout_vs_dn[1] && Pout_vs_dn[0];
always @(posedge I_pxl_clk or negedge I_rst_n)
begin
	if(!I_rst_n)
		De_hcnt <= 12'd0;
	else if (De_pos == 1'b1)
		De_hcnt <= 12'd0;
	else if (Pout_de_dn[1] == 1'b1)
		De_hcnt <= De_hcnt + 1'b1;
	else
		De_hcnt <= De_hcnt;
end
always @(posedge I_pxl_clk or negedge I_rst_n)
begin
	if(!I_rst_n)
		De_vcnt <= 12'd0;
	else if (Vs_pos == 1'b1)
		De_vcnt <= 12'd0;
	else if (De_neg == 1'b1)
		De_vcnt <= De_vcnt + 1'b1;
	else
		De_vcnt <= De_vcnt;
end
always @(posedge I_pxl_clk or negedge I_rst_n)
begin
	if(!I_rst_n)
		Color_trig_num <= 12'd0;
	else if (Pout_de_dn[1] == 1'b0)
		Color_trig_num <= I_h_res[11:3];
	else if ((Color_trig == 1'b1) && (Pout_de_dn[1] == 1'b1))
		Color_trig_num <= Color_trig_num + I_h_res[11:3];
	else
		Color_trig_num <= Color_trig_num;
end
always @(posedge I_pxl_clk or negedge I_rst_n)
begin
	if(!I_rst_n)
		Color_trig <= 1'b0;
	else if (De_hcnt == (Color_trig_num-1'b1))
		Color_trig <= 1'b1;
	else
		Color_trig <= 1'b0;
end
always @(posedge I_pxl_clk or negedge I_rst_n)
begin
	if(!I_rst_n)
		Color_cnt <= 3'd0;
	else if (Pout_de_dn[1] == 1'b0)
		Color_cnt <= 3'd0;
	else if ((Color_trig == 1'b1) && (Pout_de_dn[1] == 1'b1))
		Color_cnt <= Color_cnt + 1'b1;
	else
		Color_cnt <= Color_cnt;
end
always @(posedge I_pxl_clk or negedge I_rst_n)
begin
	if(!I_rst_n)
		Color_bar <= 24'd0;
	else if(Pout_de_dn[2] == 1'b1)
		case(Color_cnt)
			3'd0	:	Color_bar	<=	WHITE  ;
			3'd1	:	Color_bar	<=	YELLOW ;
			3'd2	:	Color_bar	<=	CYAN   ;
			3'd3	:	Color_bar	<=	GREEN  ;
			3'd4	:	Color_bar	<=	MAGENTA;
			3'd5	:	Color_bar	<=	RED    ;
			3'd6	:	Color_bar	<=	BLUE   ;
			3'd7	:	Color_bar	<=	BLACK  ;
			default	:	Color_bar	<=	BLACK  ;
		endcase
	else
		Color_bar	<=	BLACK  ;
end
always @(posedge I_pxl_clk or negedge I_rst_n)
begin
	if(!I_rst_n)
		Net_h_trig <= 1'b0;
	else if (((De_hcnt[4:0] == 5'd0) || (De_hcnt == (I_h_res-1'b1))) && (Pout_de_dn[1] == 1'b1))
		Net_h_trig <= 1'b1;
	else
		Net_h_trig <= 1'b0;
end
always @(posedge I_pxl_clk or negedge I_rst_n)
begin
	if(!I_rst_n)
		Net_v_trig <= 1'b0;
	else if (((De_vcnt[4:0] == 5'd0) || (De_vcnt == (I_v_res-1'b1))) && (Pout_de_dn[1] == 1'b1))
		Net_v_trig <= 1'b1;
	else
		Net_v_trig <= 1'b0;
end
assign Net_pos = {Net_v_trig,Net_h_trig};
always @(posedge I_pxl_clk or negedge I_rst_n)
begin
	if(!I_rst_n)
		Net_grid <= 24'd0;
	else if(Pout_de_dn[2] == 1'b1)
		case(Net_pos)
			2'b00	:	Net_grid	<=	BLACK  ;
			2'b01	:	Net_grid	<=	RED    ;
			2'b10	:	Net_grid	<=	RED    ;
			2'b11	:	Net_grid	<=	RED    ;
			default	:	Net_grid	<=	BLACK  ;
		endcase
	else
		Net_grid	<=	BLACK  ;
end
always @(posedge I_pxl_clk or negedge I_rst_n)
begin
	if(!I_rst_n)
		Gray <= 24'd0;
	else
		Gray <= {De_hcnt[7:0],De_hcnt[7:0],De_hcnt[7:0]};
end
always @(posedge I_pxl_clk or negedge I_rst_n)
begin
	if(!I_rst_n)
		Gray_d1 <= 24'd0;
	else
		Gray_d1 <= Gray;
end
assign Single_color = {I_single_b,I_single_g,I_single_r};
assign Data_sel = (I_mode[2:0] == 3'b000) ? Color_bar		:
                  (I_mode[2:0] == 3'b001) ? Net_grid 		:
                  (I_mode[2:0] == 3'b010) ? Gray_d1    		:
                  (I_mode[2:0] == 3'b011) ? {4{BLUE}}       :
                  (I_mode[2:0] == 3'b100) ? {4{GREEN}}   	:
                  (I_mode[2:0] == 3'b101) ? {4{RED}}  	    :
                  (I_mode[2:0] == 3'b110) ? {4{WHITE}}  	:
                                            {4{BLACK}} 	    ;
always @(posedge I_pxl_clk or negedge I_rst_n)
begin
	if(!I_rst_n)
		Data_tmp <= 24'd0;
	else
		Data_tmp <= Data_sel;
end
assign O_data_r = Data_tmp[ 7: 0];
assign O_data_g = Data_tmp[15: 8];
assign O_data_b = Data_tmp[23:16];
endmodule

==> out/results.tsv <==
stage	metric	value	unit
synth	count leader, synth	ha_1	
sta	worst-margin pin slew	0.849	ns
placement	port bufs	129	
min_path	HP Class	reg -> reg	
route	antenna diode count	0	
critical_path	RR Startpoint	V_cnt[0]	
route	Post-route DRC	0	
route	Vias	9386	
pwr	Net Sw Frac	0.366	
clock_network	TritonCTS buffer count	17	
clock_network	Worst-path clk slew	0.06	ns
synth	Chip Area, Yosys	11300	sq um
floorplanning	chip area	29000	sq um
route	DRT Wirelength	25600	um
critical_path	slowest CP cell	clkdlybuf4s50_1	
pwr	P_leak	0.00629	uW
critical_path	most used cell, CP	ha_1	
run	Log Warnings	51	
pwr	PwrDens	182	nW/um^2
clock_network	clock latency on the worst-skew pair	0.41	ns
pwr	Peak VDD IR	0.000150	V
finish	filler instances	2568	
run	Max-Cap Viols	0	
synth	Synth Seq Share	0.279	
critical_path	Worst setup EP type	register	
synth	ys async rst share	1.00	
global_route	Remaining Overflow, GRT	0	
placement	HPWL Detailed	19900	um
synth	Synth Register Bits	126	
route	ANT nets after route	0	
pwr	Internal	1580	uW
global_route	initial antenna violation count	0	
min_path	Hold Startpoint	Gray[18]	
clock_network	post-cts sizing count	0	
floorplanning	num rows	61	
pwr	NetSw	910	uW
global_route	Most Crowded Layer GR	met2	
clock_network	Root Buffer	clkbuf_16	
run_status	status	complete, no violations	
floorplanning	Die Width	170	um
global_route	vias in the first global route	8860	
synth	Mapped Area	11300	sq um
clock_network	CTS tree	built	
synth	Cell area leaders	dfrtp_1 26%, ha_1 18%, xnor2_1 6.4%, xor2_1 6.3%, nor2_1 3.8%	
critical_path	Worst Path Buf+Inv	3	
sta	smallest hold slack	0.346	ns
synth	Area leader share	0.256	
route	Detailed Routing Iterations Pass 1	5	
global_route	grt met3 use	0.0204	
placement	RD Place Congestion	0.853	
critical_path	Data arrival, critical path	6.94	ns
clock_network	postcts setup bufs	0	
global_route	pin count of the biggest net entering global routing	81	
clock_network	hold buffers post-CTS	0	
synth	largest area contributor in the synthesized netlist	dfrtp_1	
synth	Ys Warns	1	
synth	most frequent cells after synthesis	163 x ha_1, 116 x dfrtp_1, 114 x nor2_1, 90 x inv_1, 83 x xnor2_1	
critical_path	Top delay family on crit path	AND-OR/OR-AND gates	
floorplanning	CORE AREA	27900	sq um
critical_path	Worst Setup SP	I_v_sync[0]	
critical_path	startpoint types	input pin	
sta	min Tclk post-route	6.64	ns
sta	fmax	151	MHz
global_route	gr usage total	0.187	
pwr	part of the power in the clock network	0.293	
sta	final setup skew	0.0117	ns
synth	Dominant Register Cell	dfrtp_1	
critical_path	CP peak stage delay	0.47	ns
synth	number of enable flip-flop cells	0	
floorplanning	Top Ports	154	
clock_network	clock buffer depth	2	
critical_path	Worst Path Required	9.00	ns
sta	Final Cycle Share	0.763	
route	initial drt markers	436	
pwr	Seq pwr share	0.301	
global_route	first-pass GRT wire length	43200	um
critical_path	worst-path fanout max	4	
clock_network	total clock sinks	126	
sta	Hold Violations, Final	0	
synth	ys cells	1295	
sta	Max transition margin	0.434	
finish	layout cells sized above 1	0.0432	
sta	Final Max Slew Viols	0	
pwr	Gate power share	0.407	
floorplanning	Core Util at FP	0.407	
synth	Syn Inst Count	1295	
route	vias per inst	5.17	
route	WL/cell	14.1	um
floorplanning	Die Ht	170	um
global_route	met1 usage	0.288	
clock_network	H-tree depth	4	
sta	setup TNS	0	ns
synth	Yosys cell types	65	
finish	Final Util	0.490	
synth	Syn Area/Cell	8.76	sq um
sta	RSZ-0062 raised after global routing	no	
finish	Area Overhead vs Synth	20.4	%
critical_path	critical path class	in -> reg	
sta	final setup vio count	0	
global_route	Global Route met2 Usage	0.300	
==> power groups by stage <==
stage / registers, uW / clock network (uW) / logic, uW
final: 747 / 728 / 1010
after global routing: 760 / 772 / 1170
after CTS: 750 / 744 / 1020
==> layout by cell type, fill, tap and decap left out, drive strengths merged, types with 6 or more instances in the layout <==
cell type and n:
a211oi 6, a21o 47, a21oi 65, a22o 9, a31oi 10, and3 22, clkbuf 18, clkdlybuf4s50 128
dfrtp 116, dfstp 10, ha 163, inv 98, mux2i 9, nand2 66, nand2b 27, nand3 40
nand3b 7, nand4 18, nor2 115, nor2b 24, nor3 42, nor4 18, o2111ai 7, o211ai 10
o21a 11, o21ai 60, o22ai 13, or2 6, or3 13, or4 9, xnor2 83, xor2 81
==> final timing paths <==
check	end	slack, ns	cells past startpoint
min reg2reg	Gray_d1[18]	0.35	0
min in group asynchronous	Color_trig_num[3]	1.34	1
max in group asynchronous	Pout_de_dn[0]	6.17	2
max reg2reg	V_cnt[7]	5.69	11
min	Gray_d1[18]	0.35	0
max	Pout_de_dn[0]	2.06	25
==> cell families (layout without fill, tap and decap cells) <==
family | Yosys count | count (layout) | synth area share
AND-OR/OR-AND | 282 | 282 | 0.162
XOR/XNOR | 164 | 164 | 0.127
adder cells (fa/ha/maj) | 172 | 172 | 0.192
buffers and inverters | 114 | 255 | 0.0379
flip-flops | 126 | 126 | 0.279
multiplexers | 11 | 11 | 0.00993
AND/OR/NAND/NOR | 426 | 426 | 0.192
==> worst register-to-register path, delay by kind of cell, from the launching register on <==
| family | cells | cell delay, ns |
|---|---|---|
| AND/OR/NAND/NOR | 1 | 0.13 |
| AND-OR/OR-AND | 7 | 1.70 |
| flip-flops | 1 | 0.39 |
| adder cells (fa/ha/maj) | 1 | 0.29 |
| buffers and inverters | 2 | 0.44 |
==> routing by layer <==
| metal | vias to the layer above | wire length [um] |
|---|---|---|
| met4 | 0 | 146 |
| met5 | - | 0 |
| met1 | 4296 | 13100 |
| met2 | 155 | 11500 |
| li1 | 4927 | - |
| met3 | 8 | 857 |
==> state kept, by name, indices dropped and copies added, names as in the netlist <==
name and count:
Gray 8, Color_bar 3, De_hcnt 12, Color_cnt 4, Color_trig_num 12, Gray_d1 8
Pout_hs_dn 4, Data_tmp 24, Net_v_trig 1, Net_grid 1, H_cnt 12, Net_h_trig 1
O_hs 1, O_vs 1, Pout_vs_dn 4, De_vcnt 12, Color_trig 1, Pout_de_dn 5
V_cnt 12
==> cell type report <==
| type | count | area, sq um | area share |
|---|---|---|---|
| Clock inverter | 14 | 170 | 0.0125 |
| Multi-Input combinational cell | 1055 | 7740 | 0.567 |
| Clock buffer | 18 | 439 | 0.0322 |
| Inverter | 90 | 338 | 0.0247 |
| Sequential cell | 126 | 3170 | 0.232 |
| Tap cell | 378 | 473 | 0.0346 |
| Timing Repair Buffer | 133 | 1320 | 0.0969 |
==> through the flow <==
step	std cells	power (uW)	setup WS (ns)	instance area, sq um
after detailed placement	1782	1770	1.67	13000
after CTS	1814	2510	2.09	13700
after floorplan	1295	1460	2.93	11300
after global routing	1814	2710	1.65	13700
after global placement	1782	1760	1.74	13000
final	1814	2490	2.06	13700
Power figures rest on the tool's default switching activity, not on a simulated workload.
